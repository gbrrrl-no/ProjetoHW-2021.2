$ cat ./run.sh
#!/bin/bash
# OpenROAD 26Q1-2900-gdf79404cd8, Yosys 0.63+post, stock flow scripts
make -C /OpenROAD-flow-scripts/flow DESIGN_CONFIG=/design/flow/config.mk WORK_HOME=/design/flow/orfs finish
$ cat ./config.mk
export PLATFORM = sky130hd
export DESIGN_NAME = mux3_8
export DESIGN_NICKNAME = mux3_8
export VERILOG_FILES = /design/flow/design.v
export SDC_FILE = /design/flow/constraint.sdc
export NUM_CORES = 4
export LEC_CHECK = 1
export CORE_AREA = 10 10 108 108
export DIE_AREA = 0 0 118 118
$ cat ./constraint.sdc
current_design mux3_8

set clk_period 7.8
set clk_io_pct 0.2

create_clock -name clk0 -period $clk_period

set non_clock_inputs [all_inputs -no_clocks]
set_input_delay [expr $clk_period * $clk_io_pct] -clock clk0 $non_clock_inputs
set_output_delay [expr $clk_period * $clk_io_pct] -clock clk0 [all_outputs]
$ cat ./design.v
module mux3_8 (
    input wire [2:0] selector,
    input wire [31:0] data_0,
    input wire [31:0] data_1,
    input wire [31:0] data_2,
    input wire [31:0] data_3,
    input wire [31:0] data_4,
    input wire [31:0] data_5,
    input wire [31:0] data_6,
    output reg [31:0] data_out
);
    always @(selector or data_0 or data_1 or data_2 or data_3 or data_4 or data_5 or data_6) begin
        case(selector)
            3'b000: data_out = data_0;
            3'b001: data_out = data_1;
            3'b010: data_out = data_2;
            3'b011: data_out = data_3;
            3'b100: data_out = data_4;
            3'b101: data_out = data_5;
            3'b110: data_out = data_6;
            3'b111: data_out = 32'd227;
            default: data_out = data_0;
        endcase    
    end
endmodule
==> summary.txt <==
Flow results follow.

Sequential cells were found to cover 0% of the synthesized design area. The report counts max-capacitance violations totalling 0. The main kind of combinational logic by area is multiplexers.

According to the Yosys statistics, the synthesized design has a chip area of 0.001889 mm2. For this run, the slowest stage of the critical path takes 600 ps. The critical path's slowest stage uses the library cell buf_2. The AND-OR/OR-AND share of the synthesized area is 32.19%. The first detailed-routing pass took 6 iterations. The number of design rule violations left after detail routing is 0. The number of top-level design ports is 259. Antenna repair during routing inserted a diode count of 0. The buffers inserted during post-CTS setup optimization is 0. The mean post-synth cell area is 7.438 um2. The via count of the first global-routing pass is 3004. The vertical die dimension reported for this design is 118 um.

Data arrives at the worst endpoint at 3940 ps. The placed instances occupy a cell area of 0.004456 mm2. For the worst setup path, the data required time is 6240 ps. The detail-routed net length per standard cell is 21.05 um. The filler cells instantiated in the layout total 898. The total power consumption of the routed design is 248.4 uW. The post-route clock period utilization is 70.47%. The kind of capture point of the worst setup path is an output port. The cell area that synthesis handed to floorplanning was 0.001889 mm2. In the routed layout, each cell is associated on average with a via count of 4.737.

The core occupancy in the finished layout is 47.99%. The total global routing overflow is 0. The chip area is 0.01392 mm2.

The initial antenna violation count came to 0. Row generation in the floorplan step produced 35 rows. The post-layout worst setup margin is 2303 ps. The synthesis report lists the Yosys warning total as 1. The number of buffers inserted for hold repair after clock tree synthesis is 0. For reference, XOR and XNOR gates occupy 0% of the area reported after synthesis.

The flow ran to the end, and the final reports show no timing, DRC or antenna violations. Entering global routing, the biggest net connects 42 pins. The number of instances resized during post-cts repair is 0. The final hold violation count is 0. The sequential cells in the finished layout cover a total of 0 um2.

Per STA, the worst path accumulates the most delay in the family buffers and inverters. Per the final layout report, the fraction of cells sized above drive strength 1 comes to 4.303%. The synthesized netlist devotes 16.42% of its cell area to simple gates.

The placement summary gives the final routability congestion estimate as 0.9019. The number of OpenROAD warnings is 32. The slew of the pin with the lowest slew margin is 819.6 ps. The final HPWL from detailed placement is 11070 um. The area growth from synthesis to layout is 135.8%. The highest net fanout along the worst path is 41. The report lists the cells along the critical path as buf_2 -> buf_4 -> nand2b_1 -> o221ai_1 -> a21oi_1 -> o22a_1 -> clkdlybuf4s50_1. The final total negative setup slack is 0 ps. The classification of the worst-slack hold path is input pin to output port. The gate-level netlist out of Yosys references 31 unique cell types. Synthesis produced 254 cells.

Based on the critical path, the design can be clocked at up to 0.1819 GHz. Global routing used 17.59% of the available tracks across all layers. The classification of the worst setup path is input pin to output port. Once detail routing completed, the nets flagged for antenna violations numbered 0. The adder-cell share of the synthesized area is 0%. The leakage power summed over all cells is 0.001703 uW. Per the OpenROAD floorplan log, the area of the core is 0.009284 mm2. The number of cells reported by Yosys stat comes to 254. The worst path in the final design needs a cycle of 5497 ps, including I/O delays and setup. After layout, the clock buffer instance count stands at 0. The total number of sequential cells is 0. Setup repair after global routing left no endpoint under its margin. The number of pins exceeding their max-slew limit in the final report is 0. In this run the VDD rail shows a maximum IR drop of 0.03717 mV. The count of buffering cells on the critical path with inverters included is 3. The count of input and output buffers is 259. The sum of routed wire length over all layers is 12990 um.

After routing the design area is 0.004456 mm2. The detailed router's first-iteration violation count is 175. Summing over every cut layer, the via total after detailed routing is 2923.

The width of the die is 118 um. The report lists the power per cell area as 55.76 mW/mm2. The type of element launching the critical path is an input pin. The wire length of the first global-routing pass is 19270 um. The multiplexer area fraction after synthesis is 40.53%. Once the floorplan was initialized, standard cells occupied 20.35% of the core. The number of endpoints failing setup at the final stage is 0. Per the slew report, the remaining headroom to the max-slew limit stands at 45.36%. The setup slack at placement is 2308 ps.
cells by family after synthesis:
kind of cell,count (synthesis)
AND/OR/NAND/NOR,73
AND-OR/OR-AND,92
multiplexers,59
buffers and inverters,30
cells in the final DEF (no fill, tap or decap), drive strengths merged, types with 5 or more instances in the layout:
cell type,Yosys,final
a211oi,12,12
a21oi,33,33
buf,27,6
clkdlybuf4s50,0,256
mux2i,45,45
mux4,14,14
nand2,14,14
nand2b,5,5
nor2,46,46
nor2b,6,6
o22a,16,16
o22ai,16,16
path summary, 6_finish.rpt:
kind	startpoint	end	slack, ps	cells after the start
setup / recovery	selector[1]	data_out[0]	2300	7
hold / removal	data_0[22]	data_out[22]	4080	4
worst min-delay path, cell delays in order:
cell and delay (ps):
clkdlybuf4s50_1 400, nor2_1 100, a21oi_1 50, clkdlybuf4s50_1 410
Yosys cell counts, drive strengths merged:
| library cell | instances | area (um2) |
|---|---|---|
| nor2 | 46 | 172.7 |
| mux2i | 45 | 450.4 |
| a21oi | 33 | 165.2 |
| buf | 27 | 193.9 |
| o22a | 16 | 140.1 |
| o22ai | 16 | 100.1 |
| mux4 | 14 | 315.3 |
| nand2 | 14 | 52.55 |
| a211oi | 12 | 90.09 |
| nor2b | 6 | 40.04 |
| nand2b | 5 | 31.28 |
| a211o | 2 | 17.52 |
| a22oi | 2 | 15.01 |
| inv | 2 | 7.510 |
| o211ai | 2 | 15.01 |
| o21ai | 2 | 10.00 |
| o31ai | 2 | 15.01 |
| a21boi | 1 | 7.510 |
| a22o | 1 | 8.760 |
| a2bb2oi | 1 | 8.760 |
| a31oi | 1 | 6.260 |
| clkbuf | 1 | 3.750 |
| nand3b | 1 | 7.510 |
| o221ai | 1 | 8.760 |
| or3 | 1 | 6.260 |
layer usage:
metal	global-route usage, %	share of wire (%)
met1	22.57	41
met2	31.08	52
met3	3.695	6.8
met4	0.4637	0.32
met5	0	0
where the power goes:
part | switching, uW | total, uW | leakage (uW) | internal [uW]
Combinational | 74.3 | 248 | 0.00170 | 174
Clock | 0 | 0 | 0 | 0
Sequential | 0 | 0 | 0 | 0
Total | 74.3 | 248 | 0.00170 | 174
final cells by class:
class                           instances  area [um2]  share of cell area, %
Multi-Input combinational cell        224        1684                  37.80
Inverter                                2       7.507                 0.1685
Timing Repair Buffer                  262        2603                  58.41
Tap cell                              129       161.4                  3.623
through the flow:
step	instances	hold WS (ps)
6_report	617	4078
5_1_grt	617	4136
4_1_cts	617	4093
3_5_place_dp	617	4085
3_3_place_gp	617	4091
2_1_floorplan	254	3201
Power is estimated from default activity; no workload was simulated.
