==> design.v <==
module mult (
    input wire clk,
    input wire reset,
    input wire [31:0] in_A,
    input wire [31:0] in_B,
    input wire start_operation,
    output reg stop_operation,
    output reg [31:0] HI,
    output reg [31:0] LO
);
reg run_operation;
reg [5:0] counter;
reg [31:0] m_operator, temp_A_operator;
reg [32:0] temp_QQ_1_operator;
reg [64:0] AQQ_1;
always @(posedge clk) begin
    if (reset) begin
        AQQ_1 = 65'b0;
        temp_QQ_1_operator = 33'b0;
        temp_A_operator = 32'b0;
        m_operator = 32'b0;
        counter = 6'b0;
        stop_operation = 0;
        run_operation = 0;
    end
    else begin
        if (start_operation) begin
            AQQ_1 = {{32'b0, in_A}, 1'b0};
            m_operator = in_B;
            run_operation = 1;
        end
        else if (run_operation) begin
            if (counter < 6'b100000) begin
                temp_A_operator = AQQ_1[64:33];
                temp_QQ_1_operator = AQQ_1[32:0];
                if (temp_QQ_1_operator[1] != temp_QQ_1_operator[0]) begin
                    if (temp_QQ_1_operator[1]) begin
                        temp_A_operator = temp_A_operator - m_operator;
                    end 
                    else begin
                        temp_A_operator = temp_A_operator + m_operator;
                    end
                end
                AQQ_1 = {temp_A_operator, temp_QQ_1_operator};
                AQQ_1 = AQQ_1>>>1;
                counter = counter + 1;
            end
            else begin
                HI = AQQ_1[64:33];
                LO = AQQ_1[32:1];
                run_operation = 0;
                stop_operation = 1;
            end
        end
    end
end
endmodule
==> run.sh <==
#!/bin/bash
# OpenROAD 26Q1-2900-gdf79404cd8, Yosys 0.63+post, stock flow scripts
make -C /OpenROAD-flow-scripts/flow DESIGN_CONFIG=/design/flow/config.mk WORK_HOME=/design/flow/orfs finish
==> config.mk <==
export PLATFORM = sky130hd
export DESIGN_NAME = mult
export DESIGN_NICKNAME = mult
export VERILOG_FILES = /design/flow/design.v
export SDC_FILE = /design/flow/constraint.sdc
export NUM_CORES = 4
export LEC_CHECK = 1
export CORE_UTILIZATION = 30
==> constraint.sdc <==
current_design mult

set clk_period 21.3
set clk_io_pct 0.2

create_clock -name clk0 -period $clk_period [get_ports {clk}]

set non_clock_inputs [all_inputs -no_clocks]
set_input_delay [expr $clk_period * $clk_io_pct] -clock clk0 $non_clock_inputs
set_output_delay [expr $clk_period * $clk_io_pct] -clock clk0 [all_outputs]
==> results.py <==
# Flow results
metrics = {
    "synth": {
        "flop_cell": "dfxtp_1",
        "synthAoiAreaFrac": 0.185,
        "synth-edff-count": 63,
        "ys_seq_frac": 0.463,
        "async_flop_share": 0,
        "syn-cell-area_um2": 8590,
        "synthXorXnorAreaFrac": 0.0551,
        "netlist_instances": 964,
        "muxShareOfSynthArea": 0.0456,
        "ys_sh_simple": 0.162,
        "adder_share": 0.0504,
        "syn_avg_cell_area_um2": 8.91,
        "netlist-cell-type-count": 59,
        "ys.flops": 167,
        "yosys_area_um2": 8590,
        "yosysWarnings": 1,
        "top_logic_kind": "AND-OR/OR-AND gates",
        "ys_cells": 964,
    },
    "pwr": {
        "power_leakage_nw": 4.02,
        "worst_ir_drop_vdd_mv": 0.0514,
        "p_per_area_nw_per_um2": 74.1,
    },
    "clock_tree": {
        "cts_sinks": 167,
        "cts_tree": "done",
        "numCtsBuffers": 17,
        "cts-root-buf": "clkbuf_16",
        "cts_hold_buf": 0,
        "cts-resized-gates": 0,
        "clk_pin_slew_worst_paths_ns": 0.08,
        "postCtsSetupRepairBufs": 0,
        "clk_latency_ns": 0.44,
        "cts_max_level": 4,
        "cts_buffer_depth": 2,
    },
    "timing": {
        "final.min_clock_period_ns": 5.84,
        "fmax_mhz": 171,
        "setup_viol": 0,
        "finalSetupTns_ns": 0,
        "fin_hold_ws_ns": 0.452,
        "rsz0062_at_grt": "false",
        "finalMaxSlewViolations": 0,
        "final_hold_viol_count": 0,
        "finalCritPeriodShare": 0.274,
        "max_slew_margin": 0.485,
        "fin_skew_ns": 0.0151,
        "fin_ws_ns": 15.46,
        "worst_pin_slew_ns": 0.765,
    },
    "route": {
        "dr_wl_met3_mm": 1.44,
        "drc": 0,
        "wl_met1_mm": 11.0,
        "diodes": 0,
        "top_layer": "met4",
        "vias_per_cell": 4.93,
        "drt_iter0_markers": 649,
        "wl_per_cell_um": 15.7,
        "wl_mm": 22.7,
        "met2_length_mm": 10.0,
        "vias": 7153,
        "antenna_left": 0,
        "dr.pass1.iters": 5,
    },
    "place": {
        "placed_cells": 1419,
        "preCtsSetupSlack_ns": 15.00,
        "hpwlAfterDp_mm": 15.8,
        "gp_congestion": 0.883,
        "port-buffer-count": 130,
    },
    "grt": {
        "grt-ovfl-total": 0,
        "grt_pass1_vias": 6350,
        "grt_max_degree": 73,
        "grt_pass1_wl_mm": 35.3,
        "track_usage": 0.159,
        "antenna_found_initial": 0,
    },
    "final_layout": {
        "areaGrowthSynthToFinish_pct": 26.1,
        "fin_cells": 1451,
        "drive_gt1_frac": 0.0522,
    },
    "floorplan": {
        "core_area_um2": 28000,
        "chipHeight_um": 171,
        "fp_util": 0.307,
        "num_io_pins": 132,
        "die_w_um": 171,
        "rows": 61,
        "die_area_um2": 29300,
    },
    "setup_path": {
        "arrival_ns": 6.13,
        "critPathKind": "in2reg",
        "worst_setup_path_end_kind": "register",
        "crit_required_ns": 21.59,
        "start_kind": "input port",
        "crit_path_max_fanout": 71,
    },
    "status": {
        "outcome": "completed",
    },
    "run": {
        "warning_count": 25,
        "timing.max_cap.violations": 0,
    },
    "min_path": {
        "hold_class": "reg2reg",
    },
}
-- path summary, 6_finish.rpt --
kind	startpoint	endpoint	slack, ns	cells after the start
hold / removal	AQQ_1[6]$_SDFFE_PP0P_	LO[5]$_DFFE_PP_	0.45	0
setup / recovery	start_operation	counter[5]$_SDFFE_PP0P_	15.46	6
setup reg to reg	m_operator[2]$_SDFFE_PP0P_	AQQ_1[60]$_SDFFE_PP0P_	16.91	13
hold reg to reg	AQQ_1[6]$_SDFFE_PP0P_	LO[5]$_DFFE_PP_	0.45	0
-- report_power, final --
group          internal [mW]  total [mW]  switching [mW]
logic                 0.0536       0.130          0.0761
clock network          0.164       0.324           0.160
registers              0.339       0.349          0.0101
-- through the flow --
stage,total power [mW],cell area [µm²],utilization
after detailed placement,0.484,10200,0.364
after global placement,0.484,10200,0.364
final,0.803,10800,0.387
after global routing,0.838,10800,0.387
after floorplan,0.446,8590,-
after CTS,0.809,10800,0.387
-- layer usage --
layer,vias up,GRT usage
met3,20,0.0173
met1,3270,0.260
met4,0,0.0186
met2,221,0.237
li1,3642,-
met5,-,0
-- cell usage after synthesis (all sizes together), types with 3 or more instances --
master / instances / share of area
nor2: 133 / 0.058
a21oi: 123 / 0.072
nand2: 120 / 0.052
dfxtp: 104 / 0.24
edfxtp: 63 / 0.22
clkbuf: 54 / 0.025
o21ai: 42 / 0.024
mux2i: 38 / 0.044
xnor2: 38 / 0.039
ha: 33 / 0.048
nor3: 21 / 0.012
inv: 19 / 0.0083
xor2: 16 / 0.016
a211oi: 15 / 0.013
a21o: 13 / 0.011
buf: 10 / 0.0057
nand4: 9 / 0.0066
a311oi: 8 / 0.0082
a31oi: 8 / 0.0058
nor4: 7 / 0.0076
o211ai: 7 / 0.0061
and3: 6 / 0.0044
nand3: 6 / 0.0035
o21bai: 6 / 0.0052
or3: 6 / 0.0044
a22oi: 5 / 0.0044
o22ai: 5 / 0.0036
nand2b: 4 / 0.0029
nor2b: 4 / 0.0029
o21a: 4 / 0.0035
o31ai: 4 / 0.0035
and4: 3 / 0.0031
or4: 3 / 0.0031
-- cells in the final DEF (no fill, tap or decap), types with 6 or more instances in the layout --
cell | Yosys | layout
a211oi_1 | 15 | 15
a21o_1 | 13 | 13
a21oi_1 | 123 | 123
a311oi_1 | 8 | 8
a31oi_1 | 8 | 8
buf_4 | 1 | 12
clkbuf_16 | 0 | 17
clkdlybuf4s50_1 | 0 | 128
clkinv_8 | 0 | 6
dfxtp_1 | 104 | 104
edfxtp_1 | 63 | 63
ha_1 | 33 | 33
inv_1 | 19 | 19
mux2i_1 | 38 | 38
nand2_1 | 120 | 120
nand3_1 | 6 | 6
nand4_1 | 9 | 9
nor2_1 | 133 | 133
nor3_1 | 21 | 21
o211ai_1 | 7 | 7
o21ai_0 | 40 | 40
o21bai_1 | 6 | 6
or3_1 | 6 | 6
xnor2_1 | 38 | 38
xor2_1 | 16 | 15
-- critical path: stages --
cell	delay [ns]
buf_4	0.40
buf_4	0.70
nor2_1	0.23
and4_1	0.29
a31oi_1	0.16
nor2_1	0.05
-- cell families (layout without fill, tap and decap cells) --
| group | Yosys count | after routing |
|---|---|---|
| fa+ha+maj | 34 | 34 |
| simple gates | 323 | 323 |
| mux | 39 | 39 |
| other cells | 1 | 1 |
| xor+xnor | 54 | 54 |
| flops | 167 | 167 |
| compound gates | 263 | 263 |
| buf+inv | 83 | 192 |
-- final cells by class --
| class | count | area [µm²] |
|---|---|---|
| Fill cell | 2722 | 17200 |
| Sequential cell | 167 | 3970 |
| Inverter | 19 | 71.3 |
| Clock buffer | 17 | 425 |
| Clock inverter | 15 | 214 |
| Timing Repair Buffer | 141 | 1380 |
| Tap cell | 378 | 473 |
| Multi-Input combinational cell | 714 | 4300 |
-- state kept, by name, summed over array words and instances (netlist names) --
name / flops
stop_operation: 1
counter: 6
AQQ_1: 64
run_operation: 1
m_operator: 32
HI: 31
LO: 32
Power is estimated from default activity; no workload was simulated.
